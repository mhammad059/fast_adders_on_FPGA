$ cat design/flow/design.v
`timescale 1ns / 1ps
module CC(
    input logic a,
    input logic b,
    output logic s0,
    output logic s1,
    output logic c0,
    output logic c1
    );
    assign s0 = a ^ b;
    assign s1 = a ^ b ^ 1;      
    assign c0 = a & b;          
    assign c1 = (a & b) | (a ^ b);   
endmodule
`timescale 1ns / 1ps
module CNSA #(parameter N = 8)(
    input logic Cin,
    input logic [N-1:0] operA,
    input logic [N-1:0] operB,
    output logic [N-1:0] resultOUT,
    output logic Cout
);
    logic [N-1:0] s0, s1;
    logic [N-1:0] c0, c1;
    logic [N-1:0] carry;
    genvar i;
    generate
        for (i = 0; i < N; i = i + 1) begin : gen_CC
            CC cc_inst (.a(operA[i]), .b(operB[i]), .s0(s0[i]), .s1(s1[i]), .c0(c0[i]), .c1(c1[i]));
        end
    endgenerate
    assign resultOUT[0] = Cin ? s1[0] : s0[0];
    assign carry[0] = Cin ? c1[0] : c0[0];
    generate
        for (i = 1; i < N; i = i + 1) begin : gen_assigns
            assign resultOUT[i] = carry[i-1] ? s1[i] : s0[i];
            assign carry[i] = carry[i-1] ? c1[i] : c0[i];
        end
    endgenerate
    assign Cout = carry[N-1];
endmodule
$ cat design/flow/config.mk
export PLATFORM = sky130hd
export DESIGN_NAME = CNSA
export DESIGN_NICKNAME = CNSA
export VERILOG_FILES = /design/flow/design.v
export SDC_FILE = /design/flow/constraint.sdc
export NUM_CORES = 4
export LEC_CHECK = 1
export CORE_AREA = 10 10 70 70
export DIE_AREA = 0 0 80 80
$ cat design/flow/constraint.sdc
current_design CNSA

set clk_period 4.0
set clk_io_pct 0.2

create_clock -name clk0 -period $clk_period

set non_clock_inputs [all_inputs -no_clocks]
set_input_delay [expr $clk_period * $clk_io_pct] -clock clk0 $non_clock_inputs
set_output_delay [expr $clk_period * $clk_io_pct] -clock clk0 [all_outputs]
$ cat design/flow/run.sh
#!/bin/bash
# OpenROAD 26Q1-2900-gdf79404cd8, Yosys 0.63+post, stock flow scripts
make -C /OpenROAD-flow-scripts/flow DESIGN_CONFIG=/design/flow/config.mk WORK_HOME=/design/flow/orfs finish
==> out/qor.csv <==
stage;metric;value;unit
logic_synthesis;yosys.area_share.adder;25.5;%
power_and_ir_drop;power_frac_comb;100.0;%
logic_synthesis;xor_share;6.70;%
grt;via_count_of_the_first_global_routing_pass;784;
logic_synthesis;synth_chip_area;785;um2
layout;post_layout_nonfiller_instances;184;
layout;flop_area;0;um2
floorplan;die-area;6400;um2
layout;flop-count;0;
drt;first_iter_violations;30;
drt;drc_violations;0;
floorplan;boundaryPins;26;
place;dp.final_hpwl;1.56;mm
place;numPlacedInstances;182;
layout;filler_cell_count;359;
critical_path;critical_path.startpoint_type;input pin;
critical_path;origin_of_the_worst_setup_path;operA[0];
drt;detail_route.vias_per_cell;4.28;
critical_path;cp_top_family;buffers and inverters;
place;numPortBuffers;26;
final_timing;timing.final.setup_violations;0;
logic_synthesis;mean_cell_area_of_the_mapped_netlist;7.54;um2
run;total_of_max_cap_violations;0;
layout;logic_area;786;um2
power_and_ir_drop;sequentialPowerShare;0;%
final_timing;timing_hold_violations_final;0;
logic_synthesis;synthDominantAreaCellType;ha_1;
drt;route.antenna.diode_count;0;
floorplan;die_height;80;um
power_and_ir_drop;fin_total_pwr;168;uW
power_and_ir_drop;leakage;0.000626;uW
floorplan;floorplanUtilization;23.0;%
drt;drt.antenna.violating_nets;0;
power_and_ir_drop;net_switching_fraction_of_the_power;37.3;%
place;place_area;1150;um2
logic_synthesis;yosysWarningCount;0;
power_and_ir_drop;highest_ir_drop_seen_on_vdd;0.0000565;V
final_timing;shortest_clock_period_the_worst_path_allows_after_layout;3.87;ns
critical_path;cp_data_arrival_time;3.07;ns
power_and_ir_drop;switchingPower;62.5;uW
critical_path;crit_path_max_fanout;5;
critical_path;cells_traversed_along_the_worst_timing_path;clkdlybuf4s50_1 > inv_1 > ha_2 > nor2b_4 > a211oi_2 > or2b_4 > buf_4 > nor2_4 > mux4_2 > nand4b_1 > clkbuf_2;
final_timing;rsz_0062_raised_after_global_routing;no;
logic_synthesis;synth-seq-area-share;0;%
grt;grt_usage;5.78;%
critical_path;critical_path_required;3.20;ns
logic_synthesis;syn-cell-area;785;um2
logic_synthesis;top_cells_by_area;ha_1, inv_1, nor2_1, mux2i_1, nor3b_1;
logic_synthesis;ys_sh_aoi;14.0;%
final_timing;max_freq;258;MHz
final_timing;slew_viol_final;0;
critical_path;critPathKind;input pin to output port;
floorplan;num_rows;21;
final_timing;rel_slew_slack;76.2;%
logic_synthesis;synth_cell_types;36;
power_and_ir_drop;share_clk_of_total_power;0;%
run;tool_warnings;41;
power_and_ir_drop;power_report.internal_total;105;uW
worst_hold_path;hold_path.class;input pin to output port;
worst_hold_path;hold_path.startpoint;operA[1];
drt;drt_pre_antenna_iters;2;
status;outcome;finished clean;
logic_synthesis;yosys.area_share.simple;33.8;%
logic_synthesis;muxShareOfSynthArea;9.41;%
place;finalWeightedCongestion;0.773;
drt;finalWirelength;1.90;mm
layout;post_route_cells_drive_above_1_share;29.0;%
critical_path;worst_path_largest_cell_delay;0.50;ns
drt;routed_wire_length_per_instance;10.3;um
grt;grt_first_pass_wirelength;3.29;mm
layout;layout.core_utilization;36.8;%
critical_path;timing.critical_path.buf_inv;4;
final_timing;finalClockPeriodUsage;96.8;%
power_and_ir_drop;power-per-cell-area;133;nW/um2
logic_synthesis;top_logic_kind;simple AND/OR/NAND/NOR gates;
grt;grt_remaining_overflow;0;
grt;antenna_violations_before_repair;0;
critical_path;crit_end_element;output port;
critical_path;critical_path.slowest_cell;mux4_2;
layout;final.clkbuf_count;0;
floorplan;coreArea;3420;um2
logic_synthesis;syn_inst;104;
drt;detailroute.via_count;787;
grt;largest_net_degree_at_the_start_of_global_routing;12;
floorplan;die.size.x;80;um
layout;post_route_design_area;1260;um2
logic_synthesis;number_of_standard_cells_reported_by_yosys;104;
logic_synthesis;netlist.area_leader.share;25.5;%
final_timing;worst_pin_slew;0.357;ns
layout;synth_to_layout_area_growth;60.3;%
## area by class of cell
type                            instances  area share (%)
Inverter                               20            5.97
Multi-Input combinational cell         83            62.5
Timing Repair Buffer                   35            27.0
Tap cell                               46            4.58
## placed cells by master, fill, tap and decap left out, drive strengths merged, types with 3 or more instances in the layout
master | synthesis | routed
buf | 1 | 9
clkdlybuf4s50 | 0 | 17
dlymetal6s2s | 0 | 6
ha | 16 | 16
inv | 20 | 20
mux2i | 4 | 4
nand2 | 3 | 3
nand3b | 3 | 3
nor2 | 12 | 12
nor3b | 5 | 5
xnor2 | 4 | 4
## logic make-up after synthesis
| family | count (synthesis) |
|---|---|
| xor gates and xnor gates | 6 |
| buffers and inverters | 21 |
| AOI/OAI and AO/OA | 13 |
| muxes | 6 |
| adders and majority gates | 16 |
| and+or+nand+nor | 42 |
## power groups by stage
stage | clock, uW | sequential (uW) | combinational [uW]
4_1_cts | 0 | 0 | 164
5_1_grt | 0 | 0 | 188
6_report | 0 | 0 | 168
## worst paths after layout
kind	cells past startpoint	end	slack [ns]
hold / removal	5	resultOUT[1]	2.40
setup / recovery	11	resultOUT[7]	0.13
## metal layers
layer | up-vias | track usage, % | wire length [um]
li1 | 426 | - | -
met1 | 343 | 7.40 | 898
met2 | 18 | 9.95 | 851
met3 | 0 | 1.59 | 149
met4 | 0 | 0 | 0
met5 | - | 0 | 0
## per-stage QoR
step	setup WS [ns]	TNS (ns)	hold WS [ns]
floorplan	0.780	0	1.63
global placement	-0.192	-0.435	2.61
detailed placement	-0.236	-0.527	2.61
CTS	-0.0172	-0.0172	2.55
global route	0.0318	0	2.46
finish	0.129	0	2.40
## synth_stat cells (all sizes together)
cell type	instances
a211oi	2
a21oi	2
a22o	2
a41o	1
and2	2
and2b	1
and3	2
buf	1
ha	16
inv	20
mux2	1
mux2i	4
mux4	1
nand2	3
nand3	2
nand3b	3
nand4	1
nand4b	1
nor2	12
nor2b	2
nor3	2
nor3b	5
o2111ai	1
o21ai	1
o22ai	2
o311ai	1
o41ai	1
or2b	2
or3	2
or3b	2
xnor2	4
xor2	2
## repair_timing
action,CTS,global route
buffers inserted,2,0
pin swaps,4,6
hold buffers,0,0
resized,14,19
endpoints found under the setup margin,3,4
No activity file was given, so power comes from the tool's default toggle rates.
