**flow/config.mk**
```make
export PLATFORM = sky130hd
export DESIGN_NAME = CLA32
export DESIGN_NICKNAME = CLA32
export VERILOG_FILES = /design/flow/design.v
export SDC_FILE = /design/flow/constraint.sdc
export NUM_CORES = 4
export LEC_CHECK = 1
export CORE_AREA = 10 10 101 101
export DIE_AREA = 0 0 111 111
```
**flow/constraint.sdc**
```tcl
current_design CLA32

set clk_period 13.5
set clk_io_pct 0.2

create_clock -name clk0 -period $clk_period

set non_clock_inputs [all_inputs -no_clocks]
set_input_delay [expr $clk_period * $clk_io_pct] -clock clk0 $non_clock_inputs
set_output_delay [expr $clk_period * $clk_io_pct] -clock clk0 [all_outputs]
```
**flow/design.v**
```verilog
`timescale 1ns / 1ps
module CLA16(
    input logic Cin,
    input logic [15:0] operA,
    input logic [15:0] operB,
    output logic [15:0] resultOUT,
    output logic Cout,
    output logic Pout,
    output logic Gout
    );
    logic [4:0] carry;
    logic [3:0] Pouts;
    logic [3:0] Gouts;
    assign carry[0] = Cin;
    assign Cout = carry[4];
    genvar i;
    generate
        for(i = 0; i < 4; i = i + 1) begin
            CLA4 cla4_bit (
                .Cin(carry[i]),
                .operA(operA[(i+1)*4 - 1:i*4]),
                .operB(operB[(i+1)*4 - 1:i*4]),
                .resultOUT(resultOUT[(i+1)*4 - 1:i*4]),
                .Pout(Pouts[i]),
                .Gout(Gouts[i])
            );
        end
    endgenerate
    CLA_logic claLogic (
        .Cin,
        .p(Pouts),
        .g(Gouts),
        .Couts(carry[4:1]),
        .Pout,
        .Gout
    );
endmodule
`timescale 1ns / 1ps
module CLA32 #(parameter N = 32) (
    input logic Cin,
    input logic [N-1:0] operA,
    input logic [N-1:0] operB,
    output logic [N-1:0] resultOUT,
    output logic Cout
    );
    logic [2:0] carry;
    logic [1:0] Pouts;
    logic [1:0] Gouts;
    assign carry[0] = Cin;
    assign Cout = carry[2];
    genvar i;
    generate
        for(i = 0; i < 2; i = i + 1) begin
            CLA16 cla16_bit (
                .Cin(carry[i]),
                .operA(operA[(i+1)*16 - 1:i*16]),
                .operB(operB[(i+1)*16 - 1:i*16]),
                .resultOUT(resultOUT[(i+1)*16 - 1:i*16]),
                .Pout(Pouts[i]),
                .Gout(Gouts[i])
            );
        end
    endgenerate
    CLA_logic claLogic (
        .Cin,
        .p(Pouts),
        .g(Gouts),
        .Couts(carry[2:1])
    );
endmodule
`timescale 1ns / 1ps
module CLA4 #(parameter N = 4) (
    input logic Cin,
    input logic [N-1:0] operA,
    input logic [N-1:0] operB,
    output logic [N-1:0] resultOUT,
    output logic Cout,
    output logic Pout,
    output logic Gout
    );
    logic [N-1:0] g;
    logic [N-1:0] p;
    logic [N:0] Couts;
    assign Couts[0] = Cin;
    assign Cout = Couts[N];
    CLA_logic claLogic (
        .Cin, .p, .g, .Couts(Couts[N:1]), .Pout, .Gout
    );
    genvar i;
    generate
        for (i = 0; i < N; i = i + 1) begin : gen_fa
            FA fa_inst (
                .A(operA[i]),
                .B(operB[i]),
                .Cin(Couts[i]),
                .sum(resultOUT[i]),
                .Cout(Couts[i+1]),
                .G(g[i]),
                .P(p[i])
            );
        end
    endgenerate
endmodule
`timescale 1ns / 1ps
module CLA_logic #(parameter N = 4) (
    input logic Cin,
    input logic [N-1:0] p,
    input logic [N-1:0] g,
    output logic [N-1:0] Couts,
    output logic Pout,
    output logic Gout
    );
    assign Couts[2] = g[2] |
                    (p[2]&g[1]) |
                    (p[2]&p[1]&g[0]) |
                    (p[2]&p[1]&p[0]&Cin);
    assign Couts[1] = g[1] |
                    (p[1]&g[0]) |
                    (p[1]&p[0]&Cin);
    assign Couts[0] = g[0] |
                    (p[0]&Cin);
    assign Gout =   g[3] |
                   (p[3]&g[2]) |
                   (p[3]&p[2]&g[1]) |
                   (p[3]&p[2]&p[1]&g[0]);
    assign Pout = &p;
    assign Couts[3] = Gout | (Pout & Cin); 
endmodule
`timescale 1ns / 1ps
module FA(
    input logic Cin,
    input logic A,
    input logic B,
    output logic sum,
    output logic Cout,
    output logic G,
    output logic P
    );
    assign G = A&B;
    assign P = A^B;
    assign Cout = G|(Cin&(P));
    assign sum = P^Cin;
endmodule
```
**flow/run.sh**
```bash
#!/bin/bash
# OpenROAD 26Q1-2900-gdf79404cd8, Yosys 0.63+post, stock flow scripts
make -C /OpenROAD-flow-scripts/flow DESIGN_CONFIG=/design/flow/config.mk WORK_HOME=/design/flow/orfs finish
```
==> run notes <==
flow finished, numbers: syn avg cell area=between 8 and 9 µm², Syn Std Cell Area=between 0.0015 and 0.002 mm², Leak=1.15 nW, register area=0 µm², Die Wd=roughly 110 µm, RSZ-0062 raised after global routing=no, crit path launch type=input port, registers=0, chip area=about 0.012 mm², Tightest Pin Transition=approximately 0.36 ns, pin count of the biggest net entering global routing=5, Rows=33, ys cells=around 190, top cells, area=fa_1 (29%), ha_1 (24%), buf_4 (14%), inv_1 (7.9%), xnor2_1 (3.7%), Layout Area Growth over Synthesis=52.5%, fillers=around 840, vias=1398, wire length of the first global-routing pass=around 7.6 mm, # Post-CTS Setup Buffers=0, comb. cell area=0.00129 mm², Chip Height=roughly 110 µm, CP arrival=around 6.3 ns, GRT overflow=0, Design Area, Final=between 0.002 and 0.003 mm², Avg WL per Cell=12.3 µm, Area leader share=between 20% and 30%, clk_buf instances=0, initial antenna violation count=0, Hold Path Class=input port to output port, Final Slew Violations=0, PwrDens=approximately 43 mW/mm², routability cong.=~0.79, cts hold-fix bufs=0, I/O Buffers=a little under 100, cycle use final=around 67%, status=finished, final reports clean, I/O Pins=98, maximum vdd drop=0.0000136 V, fmax=about 110 MHz, DP Wirelength=4.34 mm, clock group share of total power=0%, Routed Antenna Nets=0, Tot GR Track Use=between 7 and 8%, final setup violation count=0, antenna cells=0, Max-cap violations=0, minimum period implied by the final worst setup slack=8.99 ns, vias in the first global route=1511, Gate power share=~100%, Placeable Area=roughly 0.0081 mm², layout cells sized above 1=~1.6%, Pre-Repair DR Iteration Count=4, Syn Inst Count=between 150 and 200, Seq pwr share=0%, Crit. End Element=output port, Slew HR=approximately three quarters, leading area contributor after synthesis=fa_1, Synth warnings=27, Sw Share=around 33%, setup TNS=0 ns, Top cells excl fill/tap=clkdlybuf4s50_1 (98), inv_1 (35), ha_1 (32), Post-DP Area=between 0.002 and 0.003 mm², Commonest Layout Cell=clkdlybuf4s50_1, CP required=between 10 and 15 ns, Final Hold Fails=0, Yosys Chip Area=approximately 0.0017 mm², CP max FO=3, Layout Cells excl Fill=359, pre-CTS WS=4.44 ns, P_int=0.0725 mW, Yosys cell types=28, count of tool warnings=32, setup slack after layout=about 4.5 ns, Setup Crit Path Kind=input port to output port, Routed WL=roughly 4.4 mm, Via-to-Cell Ratio=slightly below 4, Sw Pwr=approximately 0.036 mW, Cells after DPL=roughly 360, Seq share, synth=0%, DRC viols=0, final hold slack=approximately 6.5 ns, DRC marker count from the first detailed-route iteration=35, fp util=20.4%, post_cts resized=0
## worst max-delay path, stage by stage
cell and delay (ns):
clkdlybuf4s50_1 0.45, ha_1 0.33, a21oi_1 0.15, nor2_1 0.06, a211oi_1 0.28, a31oi_1 0.23
o211a_1 0.30, fa_1 0.38, fa_1 0.38, fa_1 0.38, xor2_1 0.16, clkdlybuf4s50_1 0.48
## routing by layer
layer,up-vias,GRT usage [%],routed length [µm]
met5,-,0,0
met4,0,0,0
met3,0,1.37,261
met2,48,12.8,2270
met1,631,9.46,1890
li1,719,-,-
## power by group through the flow
stage,Combinational (mW),Clock [mW],Sequential [mW]
5_1_grt,0.124,0,0
6_report,0.108,0,0
4_1_cts,0.112,0,0
## synthesized netlist by cell type (all sizes together)
library cell  number
ha                32
xor2               1
a211oi             1
nor3               1
nand2              8
a22oi              1
a221o              1
a41o               1
a21o               3
nor2b              2
inv               35
o21ai              5
o211a              1
nand3b             2
o31ai              1
a31oi              1
nand3              2
and4               2
nor2               7
o21bai             2
nand4              4
xnor2              7
a21oi             12
buf               32
fa                24
## worst paths after layout
check / end / slack, ns / depth (start not counted) / start
setup / recovery: resultOUT[31] / 4.51 / 12 / operA[9]
hold / removal: resultOUT[0] / 6.48 / 5 / operB[0]
## metrics by stage
step           power (mW)  utilization, %
3_3_place_gp        0.111            31.1
6_report            0.108            31.1
4_1_cts             0.112            31.1
3_5_place_dp        0.112            31.1
5_1_grt             0.124            31.1
2_1_floorplan      0.0631               -
## final cells by class
cell class	count	share of cell area, %
repair buffers	98	38.7
multi-input cells	121	50.9
inverters	35	5.19
well taps	105	5.19
## cells by family after synthesis
logic type	share of synthesized area, %
and+or+nand+nor	8.66
AOI/OAI and AO/OA	11.7
buffers and inverters	22.4
adders and majority gates	53.0
xor gates and xnor gates	4.22
No activity file was given, so power comes from the tool's default toggle rates.
