==> flow/design.v <==
`timescale 1ns / 1ps
module FA(
    input logic Cin,
    input logic A,
    input logic B,
    output logic sum,
    output logic Cout,
    output logic G,
    output logic P
    );
    assign G = A&B;
    assign P = A^B;
    assign Cout = G|(Cin&(P));
    assign sum = P^Cin;
endmodule
`timescale 1ns / 1ps
module RCA32 #(parameter N = 32) (
    input logic Cin,
    input logic [N-1:0] operA,
    input logic [N-1:0] operB,
    output logic [N-1:0] resultOUT,
    output logic Cout
    );
    logic [(N/4):0] carry;
    assign carry[0] = Cin;
    assign Cout = carry[(N/4)];
    genvar i;
    generate
        for (i = 0; i < (N/4); i = i + 1) begin : gen_rca4
            RCA4 rca4_inst(
                .Cin(carry[i]),
                .operA(operA[(i+1)*4 - 1:i*4]),
                .operB(operB[(i+1)*4 - 1:i*4]),
                .resultOUT(resultOUT[(i+1)*4 - 1:i*4]),
                .Cout(carry[i+1])
            );
        end
    endgenerate
endmodule
`timescale 1ns / 1ps
module RCA4 #(parameter N = 4) (
    input logic Cin,
    input logic [N-1:0] operA,
    input logic [N-1:0] operB,
    output logic [N-1:0] resultOUT,
    output logic Cout
    );
    logic [N:0] Couts;
    assign Couts[0] = Cin;
    assign Cout = Couts[N];
    genvar i;
    generate
        for (i = 0; i < N; i = i + 1) begin : gen_fa
            FA fa_inst (
                .A(operA[i]),
                .B(operB[i]),
                .Cin(Couts[i]),
                .sum(resultOUT[i]),
                .Cout(Couts[i+1])
            );
        end
    endgenerate
endmodule
==> flow/run.sh <==
#!/bin/bash
# OpenROAD 26Q1-2900-gdf79404cd8, Yosys 0.63+post, stock flow scripts
make -C /OpenROAD-flow-scripts/flow DESIGN_CONFIG=/design/flow/config.mk WORK_HOME=/design/flow/orfs finish
==> flow/config.mk <==
export PLATFORM = sky130hd
export DESIGN_NAME = RCA32
export DESIGN_NICKNAME = RCA32
export VERILOG_FILES = /design/flow/design.v
export SDC_FILE = /design/flow/constraint.sdc
export NUM_CORES = 4
export LEC_CHECK = 1
export CORE_AREA = 10 10 83 83
export DIE_AREA = 0 0 93 93
==> flow/constraint.sdc <==
current_design RCA32

set clk_period 31.2
set clk_io_pct 0.2

create_clock -name clk0 -period $clk_period

set non_clock_inputs [all_inputs -no_clocks]
set_input_delay [expr $clk_period * $clk_io_pct] -clock clk0 $non_clock_inputs
set_output_delay [expr $clk_period * $clk_io_pct] -clock clk0 [all_outputs]
==> results.py <==
# Metrics from the implementation run
metrics = {
    "global_route": {
        "grt_pass1_vias": 854,
        "grt_max_degree": 2,
        "antenna_found_initial": 0,
        "grt-ovfl-total": 0,
        "grtUsageTotal_pct": 6.37,
        "grt_first_pass_wirelength_um": 4460,
    },
    "final_timing": {
        "hold_viol_final": 0,
        "min_period_ns": 25.90,
        "setup_ws_ns": 5.30,
        "rsz0062_at_grt": "false",
        "finalMaxSlewViolations": 0,
        "setup_violations": 0,
        "period_used_pct": 83.0,
        "max_freq_mhz": 38.6,
        "tightest_slew_ns": 0.109,
        "maxSlewHeadroom_pct": 92.7,
        "fin_tns_setup_ns": 0,
    },
    "placement": {
        "dp_slack_ns": 5.23,
        "placed_area_um2": 1750,
        "dp_hpwl_um": 2820,
        "gp_congestion": 0.788,
        "io_buffers": 98,
    },
    "routing": {
        "n_antenna_cell": 0,
        "drt_first_pass_iters": 2,
        "via_per_inst": 3.39,
        "drt-wirelength-per-cell_um": 13.2,
        "totalWireLength_um": 2780,
        "vias": 712,
        "drt.antenna.violating_nets": 0,
        "drt-initial-drc-count": 3,
        "drc": 0,
    },
    "power": {
        "ir_drop_mv": 0.00736,
        "p_per_area_nw_per_um2": 19.3,
        "p_int_uw": 25.2,
        "power_frac_comb_pct": 100.0,
        "cellLeakagePower_nw": 0.670,
        "switchingPower_uw": 8.46,
        "switching_share_pct": 25.1,
        "power_frac_seq_pct": 0,
        "clkPwrFrac_pct": 0,
    },
    "cells_and_area": {
        "final_core_util_pct": 34.0,
        "seq_cells": 0,
        "nClkBuffers": 0,
        "fin_area_um2": 1750,
        "drive_gt1_share_pct": 0,
        "ff_latch_area_um2": 0,
        "area_growth_pct": 90.2,
        "fillers": 531,
    },
    "run": {
        "max-cap-violations": 0,
        "warnings": 32,
    },
    "synthesis": {
        "yosysTopAreaCell": "fa_1",
        "synthDistinctLibCells": 3,
        "synth.top_cell.area_share_pct": 69.8,
        "syn_avg_cell_area_um2": 12.4,
        "yosysWarnings": 0,
        "synth-xor-area-share_pct": 0,
        "yosys.area_share.simple_pct": 0,
        "syn_inst": 74,
        "mux_share_pct": 0,
        "yosys_cells": 74,
        "netlist_area_um2": 918,
        "synthTopCellsByArea": "fa_1 70%, buf_4 26%, inv_1 4.1%",
        "yosys_area_um2": 918,
        "synthAdderAreaFrac_pct": 69.8,
        "synth-compound-area-share_pct": 0,
        "ys_seq_share_pct": 0,
        "ys_top_logic_family": "adder cells",
    },
    "worst_setup_path": {
        "max_stage_delay_ns": 0.46,
        "crit_fanout": 1,
        "worstPathArrival_ns": 19.66,
        "crit_path_end_kind": "output pin",
        "cp_slowest_cell": "clkdlybuf4s50_1",
        "start_kind": "input pin",
        "cp-startpoint": "Cin",
        "crit_type": "in2out",
        "crit_top_cell": "fa_1",
        "worst_ep_required_time_ns": 24.96,
    },
    "floorplanning": {
        "rows": 26,
        "die_x_um": 93,
        "dieArea_um2": 8650,
        "core_area_um2": 5140,
        "ios": 98,
        "initial_utilization_pct": 17.9,
        "die_h_um": 93,
    },
    "clock_network": {
        "cts_resized": 0,
        "cts_hold_buffers": 0,
        "cts_setup_buffers": 0,
    },
    "worst_hold_path": {
        "min_path_type": "in2out",
        "hp-start": "operB[31]",
    },
    "outcome": {
        "status": "finished clean",
    },
}
-- power by group through the flow --
stage                 Sequential, mW  Clock, mW  Combinational, mW
final                              0          0             0.0337
after global routing               0          0             0.0386
after CTS                          0          0             0.0351
-- metal layers --
metal / vias up / global-route usage, % / wire length, um
li1: 312 / - / -
met1: 324 / 8.03 / 1110
met2: 76 / 9.00 / 1090
met3: 0 / 5.01 / 588
met4: 0 / 0 / 0
met5: - / 0 / 0
-- synthesized netlist by cell type (all sizes together) --
library cell  count
fa               32
inv              10
buf              32
-- cells by family (layout without fill, tap and decap cells) --
| logic type | count (synthesis) | count (layout) |
|---|---|---|
| buf+inv | 42 | 108 |
| fa+ha+maj | 32 | 32 |
-- placed cells by master (no fill, tap or decap), drive strengths merged --
cell and instances:
clkdlybuf4s50 98, fa 32, inv 10
-- cell type report --
class / instances / area, um2 / area share [%]
repair buffers: 98 / 981 / 56.2
multi-input cells: 32 / 641 / 36.7
well taps: 70 / 87.6 / 5.01
inverters: 10 / 37.5 / 2.15
-- path summary, 6_finish.rpt --
| kind | cells past startpoint | slack (ns) | to |
|---|---|---|---|
| worst max-delay path | 38 | 5.30 | resultOUT[31] |
| worst min-delay path | 5 | 13.54 | resultOUT[31] |
-- critical path: cells and delay by family --
family | cells | cell delay [ns]
buffers and inverters | 6 | 1.13
adder cells (fa/ha/maj) | 32 | 12.26
-- stage by stage --
step                power [mW]  hold WS [ns]  cells
global placement        0.0346         13.53    210
finish                  0.0337         13.54    210
floorplan               0.0167         12.70     74
CTS                     0.0351         13.55    210
detailed placement      0.0349         13.54    210
global route            0.0386         13.57    210
Power is estimated from default activity; no workload was simulated.
